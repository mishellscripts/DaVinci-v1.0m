==> /design/flow/run.sh <==
#!/bin/bash
# OpenROAD 26Q1-2900-gdf79404cd8, Yosys 0.63+post, stock flow scripts
make -C /OpenROAD-flow-scripts/flow DESIGN_CONFIG=/design/flow/config.mk WORK_HOME=/design/flow/orfs finish
==> /design/flow/config.mk <==
export PLATFORM = sky130hd
export DESIGN_NAME = SHIFT32
export DESIGN_NICKNAME = SHIFT32
export VERILOG_FILES = /design/flow/design.v
export SDC_FILE = /design/flow/constraint.sdc
export NUM_CORES = 4
export LEC_CHECK = 1
export CORE_UTILIZATION = 50
==> /design/flow/design.v <==
`timescale 1ns/10ps
module SHIFT32(Y,D,S, LnR);
output [(32 -1):0] Y;
input [(32 -1):0] D;
input [(32 -1):0] S;
input LnR;
wire [(32 -1):0] shift_out;
BARREL_SHIFTER32 inst_barrel_shifter32(.Y(shift_out), .D(D), .S(S[4:0]), .LnR(LnR));
MUX32_2x1 inst_mux_32bit(.Y(Y),.I0(32'b0), .I1(shift_out), .S((S[31:5] == 0)));
endmodule
module BARREL_SHIFTER32(Y,D,S, LnR);
output [(32 -1):0] Y;
input [(32 -1):0] D;
input [4:0] S;
input LnR;
wire [(32 -1):0] outR;
wire [(32 -1):0] outL;
SHIFT32_R inst_rshift(.Y(outR), .D(D), .S(S));
SHIFT32_L inst_lshift(.Y(outL), .D(D), .S(S));
MUX32_2x1 inst_mux_32bit(.Y(Y),.I0(outR), .I1(outL), .S(LnR));
endmodule
module SHIFT32_R(Y,D,S);
output [(32 -1):0] Y;
input [(32 -1):0] D;
input [4:0] S;
wire [(32 -1):0] out1;
genvar i1;
generate
    for(i1=0; i1<32; i1=i1+1)
    begin: barrelshift1_gen_loop
        if (i1 == 31) begin
	    MUX1_2x1 mux2x1_inst(out1[i1], D[i1], 1'b0, S[0]);
	end
	else begin
	    MUX1_2x1 mux2x1_inst(out1[i1], D[i1], D[i1+1], S[0]);
	end
    end
endgenerate
wire [(32 -1):0] out2;
genvar i2;
generate
    for(i2=0; i2<32; i2=i2+1)
    begin: barrelshift2_gen_loop
        if (i2 > 29) begin
	    MUX1_2x1 mux2x1_inst(out2[i2], out1[i2], 1'b0, S[1]);
	end
	else begin
	    MUX1_2x1 mux2x1_inst(out2[i2], out1[i2], out1[i2+2], S[1]);
	end
    end
endgenerate
wire [(32 -1):0] out3;
genvar i3;
generate
    for(i3=0; i3<32; i3=i3+1)
    begin: barrelshift3_gen_loop
        if (i3 > 27) begin
	    MUX1_2x1 mux2x1_inst(out3[i3], out2[i3], 1'b0, S[2]);
	end
	else begin
	    MUX1_2x1 mux2x1_inst(out3[i3], out2[i3], out2[i3+4], S[2]);
	end
    end
endgenerate
wire [(32 -1):0] out4;
genvar i4;
generate
    for(i4=0; i4<32; i4=i4+1)
    begin: barrelshift4_gen_loop
        if (i4 > 23) begin
	    MUX1_2x1 mux2x1_inst(out4[i4], out3[i4], 1'b0, S[3]);
	end
	else begin
	    MUX1_2x1 mux2x1_inst(out4[i4], out3[i4], out3[i4+8], S[3]);
	end
    end
endgenerate
wire [(32 -1):0] out5;
genvar i5;
generate
    for(i5=0; i5<32; i5=i5+1)
    begin: barrelshift5_gen_loop
        if (i5 > 15) begin
	    MUX1_2x1 mux2x1_inst(out5[i5], out4[i5], 1'b0, S[4]);
	end
	else begin
	    MUX1_2x1 mux2x1_inst(out5[i5], out4[i5], out4[i5+16], S[4]);
	end
    end
endgenerate
assign Y = out5;
endmodule
module SHIFT32_L(Y,D,S);
output [(32 -1):0] Y; 
input [(32 -1):0] D;  
input [4:0] S;  
wire [(32 -1):0] out1;
genvar i1;
generate
    for(i1=0; i1<32; i1=i1+1)
    begin: barrelshift1_gen_loop
        if (i1 == 0) begin
	    MUX1_2x1 mux2x1_inst(out1[i1], D[i1], 1'b0, S[0]);
	end
	else begin
	    MUX1_2x1 mux2x1_inst(out1[i1], D[i1], D[i1-1], S[0]);
	end
    end
endgenerate
wire [(32 -1):0] out2;
genvar i2;
generate
    for(i2=0; i2<32; i2=i2+1)
    begin: barrelshift2_gen_loop
        if (i2 < 2) begin
	    MUX1_2x1 mux2x1_inst(out2[i2], out1[i2], 1'b0, S[1]);
	end
	else begin
	    MUX1_2x1 mux2x1_inst(out2[i2], out1[i2], out1[i2-2], S[1]);
	end
    end
endgenerate
wire [(32 -1):0] out3;
genvar i3;
generate
    for(i3=0; i3<32; i3=i3+1)
    begin: barrelshift3_gen_loop
        if (i3 < 4) begin
	    MUX1_2x1 mux2x1_inst(out3[i3], out2[i3], 1'b0, S[2]);
	end
	else begin
	    MUX1_2x1 mux2x1_inst(out3[i3], out2[i3], out2[i3-4], S[2]);
	end
    end
endgenerate
wire [(32 -1):0] out4;
genvar i4;
generate
    for(i4=0; i4<32; i4=i4+1)
    begin: barrelshift4_gen_loop
        if (i4 < 8) begin
	    MUX1_2x1 mux2x1_inst(out4[i4], out3[i4], 1'b0, S[3]);
	end
	else begin
	    MUX1_2x1 mux2x1_inst(out4[i4], out3[i4], out3[i4-8], S[3]);
	end
    end
endgenerate
wire [(32 -1):0] out5;
genvar i5;
generate
    for(i5=0; i5<32; i5=i5+1)
    begin: barrelshift5_gen_loop
        if (i5 < 16) begin
	    MUX1_2x1 mux2x1_inst(Y[i5], out4[i5], 1'b0, S[4]);
	end
	else begin
	    MUX1_2x1 mux2x1_inst(Y[i5], out4[i5], out4[i5-16], S[4]);
	end
    end
endgenerate
assign Y = out5;
endmodule
`timescale 1ns/10ps
module MUX32_32x1(Y, I0, I1, I2, I3, I4, I5, I6, I7,
                     I8, I9, I10, I11, I12, I13, I14, I15,
                     I16, I17, I18, I19, I20, I21, I22, I23,
                     I24, I25, I26, I27, I28, I29, I30, I31, S);
output [(32 -1):0] Y;
input [(32 -1):0] I0, I1, I2, I3, I4, I5, I6, I7;
input [(32 -1):0] I8, I9, I10, I11, I12, I13, I14, I15;
input [(32 -1):0] I16, I17, I18, I19, I20, I21, I22, I23;
input [(32 -1):0] I24, I25, I26, I27, I28, I29, I30, I31;
input [4:0] S;
wire [(32 -1):0] mux_1a_out4;
wire [(32 -1):0] mux_1b_out4;
MUX32_16x1 mux32_inst_4a(mux_1a_out4, I0, I1, I2, I3, I4, I5, I6, I7, I8, I9, I10,
			I11, I12, I13, I14, I15, S[3:0]);
MUX32_16x1 mux32_inst_4b(mux_1b_out4, I16, I17, I18, I19, I20, I21, I22, I23, I24,
			I25, I26, I27, I28, I29, I30, I31, S[3:0]);
MUX32_2x1 mux32_inst_4(Y, mux_1a_out4, mux_1b_out4, S[4]);
endmodule
module MUX32_16x1(Y, I0, I1, I2, I3, I4, I5, I6, I7,
                     I8, I9, I10, I11, I12, I13, I14, I15, S);
output [(32 -1):0] Y;
input [(32 -1):0] I0;
input [(32 -1):0] I1;
input [(32 -1):0] I2;
input [(32 -1):0] I3;
input [(32 -1):0] I4;
input [(32 -1):0] I5;
input [(32 -1):0] I6;
input [(32 -1):0] I7;
input [(32 -1):0] I8;
input [(32 -1):0] I9;
input [(32 -1):0] I10;
input [(32 -1):0] I11;
input [(32 -1):0] I12;
input [(32 -1):0] I13;
input [(32 -1):0] I14;
input [(32 -1):0] I15;
input [3:0] S;
wire [(32 -1):0] mux_1a_out3;
wire [(32 -1):0] mux_1b_out3;
MUX32_8x1 mux32_inst_3a(mux_1a_out3, I0, I1, I2, I3, I4, I5, I6, I7, S[2:0]);
MUX32_8x1 mux32_inst_3b(mux_1b_out3, I8, I9, I10, I11, I12, I13, I14, I15, S[2:0]);
MUX32_2x1 mux32_inst_3(Y, mux_1a_out3, mux_1b_out3, S[3]);
endmodule
module MUX32_8x1(Y, I0, I1, I2, I3, I4, I5, I6, I7, S);
output [(32 -1):0] Y;
input [(32 -1):0] I0;
input [(32 -1):0] I1;
input [(32 -1):0] I2;
input [(32 -1):0] I3;
input [(32 -1):0] I4;
input [(32 -1):0] I5;
input [(32 -1):0] I6;
input [(32 -1):0] I7;
input [2:0] S;
wire [(32 -1):0] mux_1a_out2;
wire [(32 -1):0] mux_1b_out2;
MUX32_4x1 mux32_inst_2a(mux_1a_out2, I0, I1, I2, I3, S[1:0]);
MUX32_4x1 mux32_inst_2b(mux_1b_out2, I4, I5, I6, I7, S[1:0]);
MUX32_2x1 mux32_inst_2(Y, mux_1a_out2, mux_1b_out2, S[2]);
endmodule
module MUX32_4x1(Y, I0, I1, I2, I3, S);
output [(32 -1):0] Y;
input [(32 -1):0] I0;
input [(32 -1):0] I1;
input [(32 -1):0] I2;
input [(32 -1):0] I3;
input [1:0] S;
wire [(32 -1):0] mux_1a_out1;
wire [(32 -1):0] mux_1b_out1;
MUX32_2x1 mux32_inst_1a(mux_1a_out1, I0, I1, S[0]);
MUX32_2x1 mux32_inst_1b(mux_1b_out1, I2, I3, S[0]);
MUX32_2x1 mux32_inst_1(Y, mux_1a_out1, mux_1b_out1, S[1]);
endmodule
module MUX32_2x1(Y, I0, I1, S);
output [(32 -1):0] Y;
input [(32 -1):0] I0;
input [(32 -1):0] I1;
input S;
genvar i;
generate
	for(i=0; i<32; i=i+1)
	begin: mux32_gen_loop
		MUX1_2x1 mux2x1_inst(Y[i], I0[i], I1[i], S);
	end
endgenerate
endmodule
module MUX1_2x1(Y,I0, I1, S);
output Y;
input I0, I1, S;
not not_s(NS, S);
and and_inst1(Y1, NS, I0);
and and_inst2(Y2, S, I1);
or or_inst(Y, Y1, Y2);
endmodule
==> /design/flow/constraint.sdc <==
current_design SHIFT32

set clk_period 2.9
set clk_io_pct 0.2

create_clock -name clk0 -period $clk_period

set non_clock_inputs [all_inputs -no_clocks]
set_input_delay [expr $clk_period * $clk_io_pct] -clock clk0 $non_clock_inputs
set_output_delay [expr $clk_period * $clk_io_pct] -clock clk0 [all_outputs]
==> run notes <==
The tools report the total number of yosys warnings as 3. The run gives 3930 um2 as the Yosys chip area. The tools report the quantity of hold-fixing buffers added after cts as 0. The tool reported: "[ERROR DPL-0036] Detailed placement failed". Per the gpl log, the routability congestion estimate is 1.13. For this run the detailed placement stage logged an HPWL of 13.8 mm.

The vertical extent of the die was 90.7 um; the number of placement rows was 31. Summing all placed instances gives a cell area of 5850 um2. After detailed placement, the design holds a cell count of 771. The run gives 489 as the instance tally after logic synthesis. Entering global routing, the biggest net connects 26 pins.

For reference, the post-synthesis area per instance comes to 8.04 um2. The last stage the flow got to is global routing (5_1_grt). The last worst endpoint in the global-route repair_timing is Y[22]. The run stopped with a tool error.

The number of cells in the yosys synthesis report is 489. The post-synthesis sequential area ratio was 0. After the last repair the worst path ends at a primary output.

The count of distinct cell types in the synthesized netlist is 50. During placement, the flow inserted port buffers numbering 97. The floorplan-stage core utilization is 0.531, and the width of the chip is 90.7 um. The mapped cell area is 3930 um2.

In this run the count of I/O pins placed on the die edge is 97.
## timing repair
action	in CTS
buffers inserted	67
gates cloned	1
setup endpoints to repair	32
pin swaps	80
endpoints found under the hold margin	0
resized	370
## synth_stat cells, drive strengths merged (7+ instances only)
library cell,instances,area share
a21oi,39,0.050
a22oi,10,0.019
a31oi,12,0.019
buf,53,0.097
clkbuf,23,0.022
inv,7,0.0067
mux2,26,0.074
mux2i,38,0.097
mux4,51,0.30
nand2,67,0.064
nand3,9,0.011
nor2,30,0.029
nor3,16,0.020
nor4,9,0.014
o21ai,27,0.034
o22ai,7,0.011
## cells by family after synthesis
family	synth area share
simple gates	0.173
compound gates	0.229
buf+inv	0.127
mux	0.471
## stage by stage
step / TNS [ps] / power, mW / util / setup slack (ps)
floorplan: 0 / 0.479 / - / 32.7
global placement: -16850 / 0.931 / 0.790 / -622
detailed placement: -18130 / 0.948 / 0.790 / -677
CTS: -1030 / 1.21 / 0.942 / -144
Power figures rest on the tool's default switching activity, not on a simulated workload.
