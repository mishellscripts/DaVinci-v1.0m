--- flow/run.sh ---
#!/bin/bash
# OpenROAD 26Q1-2900-gdf79404cd8, Yosys 0.63+post, stock flow scripts
make -C /OpenROAD-flow-scripts/flow DESIGN_CONFIG=/design/flow/config.mk WORK_HOME=/design/flow/orfs finish
--- flow/config.mk ---
export PLATFORM = sky130hd
export DESIGN_NAME = AND32_2x1
export DESIGN_NICKNAME = AND32_2x1
export VERILOG_FILES = /design/flow/design.v
export SDC_FILE = /design/flow/constraint.sdc
export NUM_CORES = 4
export LEC_CHECK = 1
export CORE_AREA = 10 10 70 70
export DIE_AREA = 0 0 80 80
--- flow/constraint.sdc ---
current_design AND32_2x1

set clk_period 1.0
set clk_io_pct 0.2

create_clock -name clk0 -period $clk_period

set non_clock_inputs [all_inputs -no_clocks]
set_input_delay [expr $clk_period * $clk_io_pct] -clock clk0 $non_clock_inputs
set_output_delay [expr $clk_period * $clk_io_pct] -clock clk0 [all_outputs]
--- flow/design.v ---
module NOR32_2x1(Y,A,B);
output [31:0] Y;
input [31:0] A;
input [31:0] B;
genvar i;
generate
	for(i=0; i<32; i=i+1)
	begin: nor2x1_gen_loop
		nor nor2x1_inst(Y[i], A[i], B[i]);
	end
endgenerate
endmodule
module AND32_2x1(Y,A,B);
output [31:0] Y;
input [31:0] A;
input [31:0] B;
genvar i;
generate
	for(i=0; i<32; i=i+1)
	begin: and2x1_gen_loop
		and and2x1_inst(Y[i], A[i], B[i]);
	end
endgenerate
endmodule
module INV32_1x1(Y,A);
output [31:0] Y;
input [31:0] A;
genvar i;
generate
	for(i=0; i<32; i=i+1)
	begin: inv2x1_gen_loop
		not inv2x1_inst(Y[i], A[i]);
	end
endgenerate
endmodule
module OR32_2x1(Y,A,B);
output [31:0] Y;
input [31:0] A;
input [31:0] B;
genvar i;
generate
	for(i=0; i<32; i=i+1)
	begin: or2x1_gen_loop
		or or2x1_inst(Y[i], A[i], B[i]);
	end
endgenerate
endmodule
==> summary.txt <==
Notes on the physical design

Among logic cells in the layout, the one with the most instances is sky130_fd_sc_hd__dlygate4sd2_1. The maximum number of pins on one net before global-route repair is 2. The depth of the critical timing path with buffers and inverters included is 3.

The peak supply drop is 0.0865 mV. The critical path launch point is B[17]. The final count of hold timing violations is 0. In this run, the number of DRC markers left after iteration 0 of detailed routing was 2. The number of violations of the max-capacitance limit is 0.

The DRC violation count after routing is 0. The slowest cell on the critical path is sky130_fd_sc_hd__dlygate4sd2_1. The transition at the pin with the smallest max-transition slack is around 0.049 ns. The area taken by sequential standard cells is reported as 0 sq um.

Adding up every negative setup slack in the final design gives 0 ns. The first TritonRoute pass finished after 2 iterations. The start-to-end type of the worst setup path is input port to output pin. The part of the cycle the worst path needs is between 80 and 90%. The layout clock buffer count is 0.

The first global-routing pass estimated about 3300 um of wire. After detailed routing, the number of vias per cell comes to roughly 3.2. In this run the cell area measured after placement is between 1000 and 1500 sq um. The finished layout reports a core utilization of between 20% and 30%. The top-level port count is ~96.

Per the cell usage report, the commonest logic cells after layout are sky130_fd_sc_hd__dlygate4sd2_1 (64), sky130_fd_sc_hd__buf_2 (32), sky130_fd_sc_hd__and2_1 (31). The finished layout cell area is approximately 1000 sq um. The type of the worst min-delay path is input port to output pin. Synthesis handed over a netlist of 32 instances.

Dividing the detail-routed wire length by the instance count gives 12.5 um. The width of the chip is ~80 um. In this run the full chip footprint comes out at around 6400 sq um. The via count of the first global-routing pass is about 650. The floorplan row count is 21. Buffers inserted to repair hold after CTS numbered 0. The start point of the worst min-delay path is A[24]. Warnings reported by Yosys during synthesis add up to 0. The final antenna-violating net count is 0.

The kind of launch point of the worst setup path is an input port. Compared with the post-synthesis result, the final layout area differs by 390%. The final layout contains routed wiring with a total length of between 2000 and 2500 um. In the hold timing report, the worst path depth is 3. For reference, the top cells by area after synthesis are sky130_fd_sc_hd__and2_1 (100%).

Buffers placed on the I/O ports in this run total 96. STA puts the critical path data arrival time at 0.68 ns. After the flow finishes, the layout carries non-filler instances totaling approximately 170.

Setup repair after global routing left no endpoint under its margin. The final critical path time including I/O delays and setup is 0.880 ns. The flow ran to the end, and the final reports show no timing, DRC or antenna violations. The worst pin sits at a relative slew slack of 96.7%.

The data required time at the worst endpoint is 0.80 ns. The area inside the core boundary is ~3400 sq um. Pins over their slew limit in the final report were tallied at 0.

Sorting the Yosys area breakdown by cell type puts at the top sky130_fd_sc_hd__and2_1. Power spread over the standard cell area amounts to about 250 nW/um^2. Per the post-run analysis, buffers plus inverters along the critical path come to 2. Overall power consumption after layout is estimated at approximately 250 uW. The number of antenna violations at the first check in global routing is 0.

After synthesis, the design contains 32 cells according to Yosys. Per STA, the highest per-stage delay on the worst path measures 0.23 ns. The remaining global-route overflow is 0. In this design, the largest share of critical-path delay is due to buffers and inverters. The effective utilization at floorplan is under 10%. The post-route netlist has 25.8% of its cells at a drive strength greater than 1. The final route contains roughly 550 vias.

The setup fix buffers added after clock tree synthesis is 0. Per the gpl log, the routability congestion estimate is around 0.8. Global routing used under 10% of the available tracks across all layers. The peak fanout along the critical path is 1.

Traced cell by cell, the critical path runs through dlygate4sd2_1 -> and2_1 -> buf_2. The count of warning messages emitted by the tools is 32. The sequential cell count of the final layout is 0. The area of the synthesized netlist per yosys stat is between 200 and 250 sq um. The wire-length estimate of the detail-placed layout is ~2200 um. The portion of the post-synthesis area used by sequential elements is 0%.

The synthesized area is between 200 and 250 sq um. In the final report, the number of endpoints failing setup comes to 0. The count of unique library cells instantiated by Yosys is 1.

The vertical die dimension is about 80 um. The worst setup path is captured at an output pin. The total antenna diodes in the routed design is 0. The standby leakage power is between 0.5 and 0.6 nW. The share of synthesized area in the top cell type comes to ~100%.

A synthesized cell averages approximately 6.3 sq um. The highest clock rate this design can be run at is approximately 1.1 GHz. The total instance count after detailed placement is around 170.
-- per-layer routing --
| layer | part of all wire (%) | global-route usage [%] |
|---|---|---|
| met1 | 33 | 6.39 |
| met2 | 52 | 11.5 |
| met3 | 14 | 3.41 |
| met4 | 0 | 0 |
| met5 | 0 | 0 |
-- worst min-delay path: cells and delay by family --
| kind | cells | cell delay, ns |
|---|---|---|
| AND/OR/NAND/NOR | 1 | 0.10 |
| buffers and inverters | 2 | 0.26 |
-- where the power goes --
part | switching, mW | leakage, nW | internal [mW] | total, mW
Sequential | 0 | 0 | 0 | 0
Clock | 0 | 0 | 0 | 0
Combinational | 0.0485 | 0.576 | 0.199 | 0.248
Total | 0.0485 | 0.576 | 0.199 | 0.248
-- synth_stat cells --
master / n
sky130_fd_sc_hd__and2_1: 32
-- cell families after synthesis --
logic type,count (synthesis),share of synthesized area (%)
and+or+nand+nor,32,100
-- through the flow --
step                setup slack, ns  hold WS [ns]
floorplan                     0.486         0.472
global route                 0.0813         0.784
detailed placement           -0.473          1.32
finish                        0.120         0.764
CTS                           0.106         0.771
global placement             -0.464          1.32
-- cell type report --
type	count	area, sq um
tap	46	57.6
multi-input combinational	32	203
timing repair buffer	96	721
fill	416	2430
-- final timing paths --
| check | to |
|---|---|
| worst max-delay path | Y[17] |
| worst min-delay path | Y[24] |
-- what timing repair did --
| action | 4_1_cts | 5_1_grt |
|---|---|---|
| endpoints found under the setup margin | 32 | 0 |
| endpoints found under the hold margin | 0 | 0 |
| resized | 163 | 0 |
Power and IR drop assume default switching activity.
